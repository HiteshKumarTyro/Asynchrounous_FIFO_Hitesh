$ cat flow/config.mk
export PLATFORM = sky130hd
export DESIGN_NAME = Async_FIFO
export DESIGN_NICKNAME = Async_FIFO
export VERILOG_FILES = /design/flow/design.v
export SDC_FILE = /design/flow/constraint.sdc
export NUM_CORES = 4
export LEC_CHECK = 1
export CORE_UTILIZATION = 30
$ cat flow/constraint.sdc
current_design Async_FIFO

set clk_period 25.1
set clk_io_pct 0.2

create_clock -name clk0 -period $clk_period [get_ports {rd_Clk}]
create_clock -name clk1 -period $clk_period [get_ports {wr_Clk}]

set non_clock_inputs [all_inputs -no_clocks]
set_input_delay [expr $clk_period * $clk_io_pct] -clock clk0 $non_clock_inputs
set_output_delay [expr $clk_period * $clk_io_pct] -clock clk0 [all_outputs]
$ cat flow/design.v
module Async_FIFO
#(
    parameter a_width = 6,
    parameter d_width = 16
)
(
    input                rd_Clk, rd_resetn, rd_en,
    input                wr_Clk, wr_resetn, wr_en,
    input [d_width-1:0]  wr_data,
    output [d_width-1:0] rd_data,
    output               fifo_full, fifo_empty
);
    wire               mem_wr_en;
    wire [a_width-1:0] rd_addr, wr_addr;
    wire [a_width:0]   rd_ptr, rd_syn_ptr, wr_ptr, wr_syn_ptr;
    assign mem_wr_en = wr_en & (~ fifo_full);
    FIFO_RAM #(a_width, d_width) fiforam (.Clk(wr_Clk), .wr_en(mem_wr_en), .rd_en(rd_en),
                                          .rd_addr(rd_addr), .wr_addr(wr_addr), 
                                          .wr_data(wr_data), .rd_data(rd_data));
    rd2wr_synchronizer #(a_width) r2wsync (.Clk(wr_Clk), .Resetn(wr_resetn), .rd_ptr(rd_ptr), .rd_syn_ptr(rd_syn_ptr));
    wr2rd_synchronizer #(a_width) w2rsync (.Clk(rd_Clk), .Resetn(rd_resetn), .wr_ptr(wr_ptr), .wr_syn_ptr(wr_syn_ptr));
    empty_logic #(a_width) emptyLogic (.Clk(rd_Clk), .Resetn(rd_resetn), .rd_en(rd_en), 
                                       .wr_syn_ptr(wr_syn_ptr), .rd_ptr(rd_ptr), .rd_addr(rd_addr),
                                       .empty_flag(fifo_empty));
    full_logic #(a_width) fullLogic (.Clk(wr_Clk), .Resetn(wr_resetn), .wr_en(wr_en),
                                     .rd_syn_ptr(rd_syn_ptr), .wr_ptr(wr_ptr), .wr_addr(wr_addr),
                                     .full_flag(fifo_full));
endmodule
module FIFO_RAM
#(
    parameter a_width = 4,
    parameter d_width = 16
)
(
    input                Clk, wr_en, rd_en,
    input  [a_width-1:0] rd_addr, wr_addr,
    input  [d_width-1:0] wr_data,
    output [d_width-1:0] rd_data
);
    reg [d_width-1:0] MEM [0:2**a_width-1];
    always @(posedge Clk) begin
        if (wr_en == 1'b1)
            MEM[wr_addr] <= wr_data;
    end 
    assign rd_data = (rd_en) ? (MEM[rd_addr]) : ({d_width{1'b0}});
endmodule
module empty_logic
#(
    parameter a_width = 4
)
(   
    input                Clk, Resetn, rd_en,
    input  [a_width:0]   wr_syn_ptr,
    output [a_width:0]   rd_ptr, 
    output [a_width-1:0] rd_addr,
    output               empty_flag
);
    reg [a_width:0] bin_code, rptr;
    wire empty_flag_val;
    reg  empty_flag_reg;
    wire [a_width:0] gray_code_next, bin_code_next;
    always @(posedge Clk) begin
        if (Resetn == 1'b0) 
            {bin_code, rptr} <= 0;
        else
            {bin_code, rptr} <= {bin_code_next, gray_code_next};
    end
    assign rd_ptr = rptr;
    assign rd_addr = bin_code[a_width-1:0];
    assign bin_code_next = bin_code + (rd_en & ~ empty_flag_reg);
    assign gray_code_next = (bin_code_next >> 1) ^ bin_code_next;
    assign empty_flag_val = (gray_code_next == wr_syn_ptr);
    always @(posedge Clk) begin
        if (Resetn == 1'b0)
            empty_flag_reg <= 1'b1;
        else
            empty_flag_reg <= empty_flag_val; 
    end
    assign empty_flag = empty_flag_reg;
endmodule
module full_logic
#(
    parameter a_width = 4
)
(   
    input                Clk, Resetn, wr_en,
    input  [a_width:0]   rd_syn_ptr,
    output [a_width:0]   wr_ptr, 
    output [a_width-1:0] wr_addr,
    output               full_flag
);
    reg [a_width:0] bin_code, rptr;
    wire full_flag_val;
    reg  full_flag_reg;
    wire [a_width:0] gray_code_next, bin_code_next;
    always @(posedge Clk) begin
        if (Resetn == 1'b0) 
            {bin_code, rptr} <= 0;
        else
            {bin_code, rptr} <= {bin_code_next, gray_code_next};
    end
    assign wr_ptr = rptr;
    assign wr_addr = bin_code[a_width-1:0];
    assign bin_code_next = bin_code + (wr_en & ~ full_flag_reg);
    assign gray_code_next = (bin_code_next >> 1) ^ bin_code_next;
    assign full_flag_val = (gray_code_next == {~rd_syn_ptr[a_width:a_width-1], rd_syn_ptr[a_width-2:0]});
    always @(posedge Clk) begin
        if (Resetn == 1'b0)
            full_flag_reg <= 1'b0;
        else
            full_flag_reg <= full_flag_val; 
    end
    assign full_flag = full_flag_reg;
endmodule
module rd2wr_synchronizer
#(
    parameter a_width = 4
)
(
    input               Clk, Resetn,
    input  [a_width:0] rd_ptr,
    output [a_width:0] rd_syn_ptr
);
    reg [a_width-1:0] rd_ptr_reg_1, rd_ptr_reg_2;
    always @(posedge Clk) begin
        if (Resetn == 1'b0)
            {rd_ptr_reg_2, rd_ptr_reg_1} <= 0;
        else
            {rd_ptr_reg_2, rd_ptr_reg_1} <= {rd_ptr_reg_1, rd_ptr};
    end
    assign rd_syn_ptr = rd_ptr_reg_2;
endmodule
module wr2rd_synchronizer
#(
    parameter a_width = 4
)
(
    input                Clk, Resetn,
    input  [a_width:0] wr_ptr,
    output [a_width:0] wr_syn_ptr
);
    reg [a_width:0] wr_ptr_reg_1, wr_ptr_reg_2;
    always @(posedge Clk) begin
        if (Resetn == 1'b0)
            {wr_ptr_reg_2, wr_ptr_reg_1} <= 0;
        else
            {wr_ptr_reg_2, wr_ptr_reg_1} <= {wr_ptr_reg_1, wr_ptr};
    end
    assign wr_syn_ptr = wr_ptr_reg_2;
endmodule
$ cat flow/run.sh
#!/bin/bash
# OpenROAD 26Q1-2900-gdf79404cd8, Yosys 0.63+post, stock flow scripts
make -C /OpenROAD-flow-scripts/flow DESIGN_CONFIG=/design/flow/config.mk WORK_HOME=/design/flow/orfs finish
==> results.cfg <==
; implementation run metrics
[final_timing]
rsz0062_at_grt = false
worst_clock_skew_ns = 0.0189
fin_setup_tns_ns = 0
holdWs_ns = 0.0467
tightest_slew_ns = 1.05
setup_viol = 0
relSlewSlack = 0.281
hold_viol = 0
layout_setup_ws_ns = 12.39
finalMaxSlewViolations = 0

[detailed_routing]
avgViaCountPerCell = 4.91
drt_iter0_markers = 1178
antennaDiodeCount = 0
routedWlPerCell_um = 24.5
routed_wl_um = 96700
dr.pass1.iters = 5
postRouteAntennaNets = 0
vias = 19400
drcViolationCount = 0

[power]
report.power.total_mw = 3.70
p_leak_nw = 14.5
power_density_nw_per_um2 = 77.2
peakVddDrop_mv = 0.0556

[synthesis]
ys_seq_share = 0.767
yosys_warnings = 5
edf_count = 1024
avgSynthCellArea_um2 = 21.7
synth_flops = 1076
ys_chip_area_um2 = 41400
synthTopCellsByArea = edfxtp_1, mux4_2, dfxtp_1
synth_cells = 1906
synth.distinct_cells = 55
synth-async-reset-ratio = 0
largest_area_cell = edfxtp_1
synth.cell_area_um2 = 41400
synth_top_area_share = 0.742
ys_cells = 1906
ff_type = edfxtp_1

[critical_path]
cp.required_ns = 20.08
worstPathArrival_ns = 7.70
crit_path_start_kind = primary input
critPathCaptureType = primary output
reg2reg_depth = 5
critPathKind = primary input to primary output
cp_max_fo = 15
rrSetupSlack_ns = 22.06
r2r_start = fullLogic.full_flag_reg
rr_endpoint = fiforam.MEM[22][2]

[cts]
post_cts_buffers = 0
ctsResizeCount = 0
cts_tree = done
ctsHoldBuffers = 0
cts.sinks = 1076
cts.clk_slew.worst_paths_ns = 0.06

[status]
status = finished clean

[layout]
fillers = 12300
final_common_cell = edfxtp_1
largest_reg_flops = 1024
regMostFlops = fiforam.MEM
drive_gt1_frac = 0.260
lay_top_cells = edfxtp_1, mux4_2, buf_4, clkbuf_16, mux2i_1
areaGrowthSynthToFinish_pct = 15.6
stdcell_count = 3947

[floorplan]
core_um2 = 137000
die_w_um = 374
num_rows = 136
ioPinCount = 40
die_h_um = 374
initCoreUtil = 0.302
die-area_um2 = 140000

[global_routing]
grt_max_degree = 89
antenna_found_initial = 6
grt.overflow.total = 0
grt_pass1_vias = 21800
grt_usage = 0.150
grt_pass1_wl_um = 143000

[run]
warning_count = 28
cap_viol_max_count = 0

[place]
dp.cells = 3748
pre_cts_slack_ns = 12.49
hpwl_um = 55900
portBuffers = 38
gp_congestion = 0.901

[worst_hold_path]
hold_path_end = r2wsync.rd_ptr_reg_1[2]
min-delay-start = emptyLogic.rptr[2]
min_path_cells = 1
hold_class = flop to flop
[per-stage QoR]
step / utilization / cell area, um^2
after floorplan: - / 41400
after global routing: 0.349 / 47900
after detailed placement: 0.323 / 44400
final: 0.349 / 47900
after global placement: 0.323 / 44400
after CTS: 0.349 / 47900
[logic make-up (layout without fill, tap and decap cells)]
| logic type | count (synthesis) | in the layout | synth area share |
|---|---|---|---|
| and+or+nand+nor | 215 | 215 | 0.0255 |
| xor gates and xnor gates | 33 | 33 | 0.00800 |
| buffers and inverters | 105 | 352 | 0.0133 |
| adders and majority gates | 5 | 5 | 0.00151 |
| DFF | 1076 | 1076 | 0.767 |
| AOI/OAI and AO/OA | 112 | 112 | 0.0200 |
| muxes | 360 | 360 | 0.165 |
[worst max-delay path by stage]
stage	startpoint	to	slack, ns	cells past startpoint
after CTS	rd_en	rd_data[3]	12.50	5
after global routing	rd_en	rd_data[3]	12.31	5
final	rd_en	rd_data[3]	12.39	5
[routing by layer]
| metal | track usage | up-vias | wire length (um) |
|---|---|---|---|
| li1 | - | 8269 | - |
| met2 | 0.227 | 1246 | 45900 |
| met1 | 0.155 | 9661 | 30300 |
| met4 | 0.0393 | 18 | 3040 |
| met3 | 0.125 | 183 | 17000 |
| met5 | 0.0206 | - | 470 |
[cell usage after synthesis, types with 3 or more instances]
cell type,number
edfxtp_1,1024
mux4_2,257
mux2i_1,96
nor2_1,86
dfxtp_1,52
and2_1,47
clkbuf_1,42
buf_2,32
nand2_1,26
o22ai_1,23
xor2_1,18
buf_4,17
nand3_1,16
nor2b_1,15
xnor2_1,12
a211o_1,11
o221ai_1,11
o21ai_0,10
buf_6,7
mux2_2,7
a22oi_1,6
a31oi_1,6
nor3_1,6
a2111oi_0,5
buf_1,5
ha_1,5
a21oi_1,4
nand3b_1,4
o2111ai_1,4
o211ai_1,4
o21a_1,4
o22a_1,4
a221oi_1,3
nand2b_1,3
o21ai_1,3
[final cells by class]
| class | instances | area, um^2 | area share |
|---|---|---|---|
| Timing Repair Buffer | 151 | 1170 | 0.0245 |
| Multi-Input combinational cell | 725 | 9120 | 0.190 |
| Clock buffer | 136 | 2850 | 0.0595 |
| Tap cell | 1794 | 2240 | 0.0469 |
| Inverter | 2 | 7.51 | 0.000157 |
| Sequential cell | 1076 | 31800 | 0.664 |
| Clock inverter | 63 | 691 | 0.0144 |
[where the power goes]
part	internal [mW]	switching (mW)	leakage, nW	total (mW)
clock	0.930	0.658	1.70	1.59
sequential	1.97	0.00365	9.64	1.97
combinational	0.0550	0.0800	3.18	0.135
total	2.96	0.741	14.5	3.70
[critical path, cell delays in order]
cell	delay, ns
clkdlybuf4s50_1	0.88
nor2b_1	0.81
o221ai_1	0.32
o21ai_1	0.18
clkdlybuf4s50_1	0.49
Power is estimated from default activity; no workload was simulated.
